===== flow/config.mk =====
export PLATFORM = sky130hd
export DESIGN_NAME = Mux10_4b
export DESIGN_NICKNAME = Mux10_4b
export VERILOG_FILES = /design/flow/design.v
export SDC_FILE = /design/flow/constraint.sdc
export NUM_CORES = 4
export LEC_CHECK = 1
export CORE_AREA = 10 10 73 73
export DIE_AREA = 0 0 83 83

===== flow/constraint.sdc =====
current_design Mux10_4b

set clk_period 2.1
set clk_io_pct 0.2

create_clock -name clk0 -period $clk_period

set non_clock_inputs [all_inputs -no_clocks]
set_input_delay [expr $clk_period * $clk_io_pct] -clock clk0 $non_clock_inputs
set_output_delay [expr $clk_period * $clk_io_pct] -clock clk0 [all_outputs]

===== flow/design.v =====
module Mux10_4b( W0, W1, W2, W3, W4, W5, W6, W7, W8, W9, S, F );
	input [3:0] S;
	input [7:0] W0, W1, W2, W3, W4, W5, W6, W7, W8, W9;
	output [7:0] F;
	reg [7:0] F;
	always @ ( S ) begin
		if( S == 'b1010 ) begin
			F = 'b10110111;
		end else begin
			F = S[3] ? (S[0] ? W9 : W8) : (S[2] ? (S[1] ? (S[0] ? W7 : W6) : (S[0] ? W5 : W4)) : (S[1] ? (S[0] ? W3 : W2) : (S[0] ? W1 : W0)));
		end
	end
endmodule

===== flow/run.sh =====
#!/bin/bash
# OpenROAD 26Q1-2900-gdf79404cd8, Yosys 0.63+post, stock flow scripts
make -C /OpenROAD-flow-scripts/flow DESIGN_CONFIG=/design/flow/config.mk WORK_HOME=/design/flow/orfs finish

==> reports/qor.csv <==
metric;value;unit
status;complete, no violations;
endpoint;F[4];
postSynthCellCount;84;
ys_cells;84;
rsz0062_at_grt;true;
leakagePower;0.721;nW
grt_first_pass_wirelength;6000;um
vias;1028;
critPathArrivalTime;1.64;ns
crit_path_top_delay_cell;mux4_2;
ys.warnings.count;1;
drt_wl_total;3820;um
avgSynthCellArea;8.59;sq um
period_used_share;0.979;
max_slew_margin;0.737;
comb_area;694;sq um
io_buffers;92;
dr.pass1.iters;4;
critPathKind;primary input to output pin;
whs;1.38;ns
worst-path-max-fanout;1;
cp-startpoint;W5[4];
drcViolationCount;0;
syn-cell-area;722;sq um
worst-path-stages;5;
fin_crit;2.06;ns
yosysUniqueCellTypes;20;
hold_viol;0;
slew_viol_final;0;
cp.required;1.68;ns
fin_total_pwr;0.334;mW
dp_cells;224;
finalSetupTns;0;ns
crit_buf_inv;2;
seq_cells;0;
postCtsHoldBufs;0;
crit_family;buffers and inverters;
topCellsByArea;mux2i_1, mux4_1, o21ai_0, a221oi_1, mux2_2;
rows;22;
antenna_found_initial;0;
die_area;6890;sq um
grtUsageTotal;0.103;
place.gp.congestion;0.858;
power.density;192;nW/um^2
die-width;83;um
fmax;487;MHz
top_area_cell;mux2i_1;
fp_util;0.193;
initialDrtViolationCount;30;
fp.dieH;83;um
cap_violations;0;
critPathLaunchType;primary input;
vdd_drop_max;0.0804;mV
final_core_util;0.464;
core;3740;sq um
ant_nets;0;
fin_cells;227;
ys_seq_frac;0;
log.warning_count;33;
synthToLayoutAreaGrowth;141;%
ys_area;722;sq um
vias_per_cell;4.53;
worstPathCellList;clkdlybuf4s50_1 > mux4_2 > o21ai_2 > o21ai_1 > buf_2;
hold_start;W7[7];
tightest_slew;0.394;ns
final_layout_size_suffix_gt1_frac;0.246;
nClkBuffers;0;
grt_max_degree;17;
fillers;350;
hpwl;3370;um
synth_top_area_share;0.222;
regArea;0;sq um
ioPinCount;92;
routedWlPerCell;16.8;um
antenna_cells;0;
hold_class;primary input to output pin;
final-setup-viol-count;0;
grt_overflow;0;
grt_pass1_vias;1135;
cpPeakStageDelay;0.46;ns
endpoint_kind;output pin;
repair_timing:
| item | 4_1_cts | 5_1_grt |
|---|---|---|
| pin swaps | 9 | 5 |
| resized | 62 | 8 |
| setup buffers | 3 | 0 |
| endpoints found under the setup margin | 8 | 6 |
synth_stat cells (all sizes together):
cell type / instances
nor3: 6
nand2: 5
nor2: 1
a221o: 2
nor2b: 1
a221oi: 6
mux4: 6
buf: 6
mux2i: 16
inv: 2
nand2b: 3
o22ai: 2
mux2: 4
clkbuf: 2
o21ai: 22
cell usage in the layout, fill, tap and decap left out, types with 4 or more instances in the layout:
master           count
mux2i_1             16
clkdlybuf4s50_1     74
dlymetal6s2s_1       4
nand2_1              5
buf_4               11
o21ai_0              8
a221oi_2             5
o21ai_1             10
buf_2                9
nor3_1               6
mux4_2               6
o21ai_2              4
cell type report:
| class | count | area share |
|---|---|---|
| inverter | 2 | 0.00432 |
| timing repair buffer | 103 | 0.562 |
| tap | 48 | 0.0346 |
| multi-input combinational | 74 | 0.400 |
worst min path at each step:
stage,slack [ns],depth (start not counted),end
after CTS,1.50,5,F[2]
after global routing,1.42,5,F[5]
final,1.38,5,F[7]
report_power, final:
group	internal [mW]	total, mW	switching, mW
clock	0	0	0
combinational	0.227	0.334	0.106
sequential	0	0	0
cells by family after synthesis:
| group | after synthesis | synth area share |
|---|---|---|
| compound gates | 32 | 0.270 |
| buf+inv | 10 | 0.125 |
| simple gates | 16 | 0.107 |
| mux | 26 | 0.497 |
stage by stage:
stage               worst slack [ns]  cell area (sq um)
finish                        0.0448               1740
detailed placement            -0.647               1690
global placement              -0.543               1690
global route                 -0.0205               1740
CTS                          0.00883               1720
floorplan                      0.353                722
routing by layer:
| layer | routed length, um | global-route usage |
|---|---|---|
| met5 | 0 | 0 |
| met4 | 0 | 0 |
| met3 | 260 | 0.0285 |
| met2 | 1690 | 0.161 |
| met1 | 1860 | 0.147 |
tightest hold or removal path, delay by kind of cell:
kind,cells,cell delay [ns]
multiplexers,1,0.24
AND-OR/OR-AND,2,0.11
buffers and inverters,2,0.18
