`./config.mk`:
```
export PLATFORM = sky130hd
export DESIGN_NAME = decrypt_logic
export DESIGN_NICKNAME = decrypt_logic
export VERILOG_FILES = /design/flow/design.v
export SDC_FILE = /design/flow/constraint.sdc
export NUM_CORES = 4
export LEC_CHECK = 1
export CORE_AREA = 10 10 70 70
export DIE_AREA = 0 0 80 80
```
`./constraint.sdc`:
```
current_design decrypt_logic

set clk_period 1.3
set clk_io_pct 0.2

create_clock -name clk0 -period $clk_period

set non_clock_inputs [all_inputs -no_clocks]
set_input_delay [expr $clk_period * $clk_io_pct] -clock clk0 $non_clock_inputs
set_output_delay [expr $clk_period * $clk_io_pct] -clock clk0 [all_outputs]
```
`./run.sh`:
```
#!/bin/bash
# OpenROAD 26Q1-2900-gdf79404cd8, Yosys 0.63+post, stock flow scripts
make -C /OpenROAD-flow-scripts/flow DESIGN_CONFIG=/design/flow/config.mk WORK_HOME=/design/flow/orfs finish
```
`./design.v`:
```
module decrypt_logic(S, RA1, RA2, OPER, WA);
	input [4:0] S;
	output [3:0] RA1, RA2, WA;
	output [2:0] OPER;
	assign RA1[3] = (S[3] & ~S[2] & ~S[0]) | (S[3] & S[1] & ~S[0]) | (S[4] & ~S[2] & S[0]) | (~S[4] & ~S[3] & S[2] & ~S[1] & S[0]);
	assign RA1[2] = (~S[3] & ~S[0]) | (S[4] & S[2]) | (~S[4] & S[1] & S[0]) | (~S[4] & ~S[2] & S[0]) | (S[3] & S[2] & ~S[1]);
	assign RA1[1] = (S[4] & S[2]) | (S[4] & ~S[1] & ~S[0]) | (~S[4] & ~S[3] & ~S[2] & ~S[1]) | (~S[4] & ~S[3] & S[1] & S[0]) | (S[3] & S[2] & ~S[1] & ~S[0]);
	assign RA1[0] = (S[3] & ~S[1]) | (~S[4] & ~S[2] & S[0]) | (~S[4] & S[1] & S[0]) | (S[4] & ~S[2] & ~S[1]) | (S[4] & ~S[1] & S[0]) | (S[4] & S[2] & S[1]);
	assign RA2[3] = (S[4] & S[2]) | (~S[4] & ~S[2] & ~S[1]) | (~S[3] & S[1] & ~S[0]) | (~S[2] & ~S[1] & S[0]) | (S[3] & S[1] & S[0]);
	assign RA2[2] = (S[1] & ~S[0]) | (S[3] & S[0]) | (S[4] & S[1]) | (~S[4] & ~S[3] & ~S[1]) | (~S[3] & S[2] & ~S[0]);
	assign RA2[1] = (~S[3] & S[1] & S[0]) | (S[2] & ~S[1] & S[0]) | (S[3] & S[1] & ~S[0]) | (~S[4] & ~S[3] & S[2] & ~S[1]);
	assign RA2[0] = (S[3] & S[1] & ~S[0]) | (S[4] & S[1] & S[0]) | (~S[4] & ~S[3] & S[2] & S[0]) | (S[4] & ~S[2] & ~S[1] & ~S[0]);
	assign OPER[2] = (S[4] & S[0]) | (~S[3] & ~S[1] & S[0]) | (S[3] & ~S[2] & ~S[0]) | (S[3] & S[1] & ~S[0]);
	assign OPER[1] = (S[2] & S[1] & S[0]) | (S[3] & S[2] & ~S[1]) | (~S[4] & ~S[3] & ~S[2] & S[0]) | (~S[4] & ~S[3] & S[2] & ~S[0]) | (S[4] & ~S[2] & ~S[1] & ~S[0]);
	assign OPER[0] = (~S[4] & S[2] & ~S[1]) | (S[3] & ~S[1] & ~S[0]) | (S[3] & S[2] & ~S[0]) | (S[4] & ~S[2] & ~S[1]) | (~S[4] & ~S[3] & ~S[2] & S[1]) | (~S[4] & ~S[3] & S[1] & S[0]) | (~S[4] & ~S[2] & S[1] & S[0]);
	assign WA[3] = (S[3] & S[2] & ~S[0]) | (S[4] & ~S[2] & ~S[0]) | (S[4] & S[1] & ~S[0]) | (~S[4] & ~S[3] & S[1] & S[0]) | (~S[4] & ~S[3] & S[2] & S[0]) | (S[3] & ~S[2] & ~S[1] & S[0]);
	assign WA[2] = (S[4] & S[0]) | (~S[4] & ~S[3] & ~S[0]) | (~S[4] & ~S[2] & ~S[0]) | (S[3] & ~S[2] & S[1]) | (S[3] & S[2] & S[0]) | (S[4] & S[2] & ~S[1]) | (~S[4] & ~S[3] & ~S[2] & ~S[1]);
	assign WA[1] = (~S[4] & ~S[3] & ~S[0]) | (S[3] & S[2] & S[0]) | (S[4] & S[2] & ~S[1]) | (S[3] & S[1] & S[0]) | (~S[3] & ~S[2] & ~S[1] & S[0]) | (~S[4] & ~S[2] & ~S[1] & ~S[0]);
	assign WA[0] = (S[3] & S[1]) | (~S[4] & ~S[2] & ~S[0]) | (~S[3] & S[2] & ~S[0]) | (~S[4] & S[2] & ~S[1] & S[0]) | (S[4] & ~S[2] & ~S[1] & S[0]);
endmodule
```
==> changes_impl.md <==
### Physical design

* Drt total wl at around 3200 um
* Slowest cell on crit path: mux2_4
* Synth Cell Area at 552 um2
* CP endpoint kind: primary output
* HPWL Detailed at 1420 um
* Number of diodes at 0
* Final Power at 538 uW
* HP Class: in2out
* Buffer and inverter count on the worst path at 3
* Setup TNS at -1.32 ns
* IO Count at 20
* First-pass DRT Iterations at 4
* Vias in the first global route at 943
* MaxCap Viol Count at 0
* CP Cell Sequence: buf_8 > buf_6 > mux2_4 > a221oi_2 > o21ai_1 > buf_2
* Vias at approximately 910
* Kind of cell adding the most delay to the critical path: buffers and inverters
* Max VDD drop at between 0.15 and 0.2 mV
* Area Overhead vs Synth at 170%
* Final Hold Viols at 0
* Worst EP arrival at 1.24 ns
* Final Cell Area at 1490 um2
* Yosys cell count at 83
* Crit path max fanout at 5
* RD Place Congestion at ~0.87
* Minimum clock period at 1.50 ns
* Pwr per Cell Area at 362 nW/um2
* Port bufs at 20
* Most frequent cells in the layout: buf_4 (22), buf_6 (21), buf_2 (15)
* Tool warnings at 34
* DR DRC count at 0
* Slew margin rel. at 0.841
* Status: finished with violations
* RSZ-0062 raised after global routing: true
* Slew Limit Fails at 0
* Area post-placement at 867 um2
* Chip height at 80 um
* Most numerous logic cell after layout: buf_4
* Initial antenna violation count at 0
* Failing checks: negative setup slack
* Seq_cells at 0
* FMAX at 667 MHz
* Final worst slack at -0.198 ns
* Synth warn at 0
* Number of DRC markers in iteration 0 at 68
* Post-route clock period utilization at 1.15
* Post-synth cell types at 39
* Post-route ant nets at 0
* Worst-Margin Slew at roughly 0.24 ns
* Floorplan Utilization at 0.162
* Crit path required time at about 1.0 ns
* FF/Latch Area at 0 um2
* Die ar. at 6400 um2
* Core Region at 3420 um2
* Vias per inst at 4.76
* Std-Cell Rows at 21
* Post-synth seq share at 0
* Yosys stat chip area at between 500 and 600 um2
* # clk buffers at 0
* Worst Path Class, Setup: in2out
* Crit path launch type: primary input
* Total grt overflow at 0
* Setup violators final at 13
* Average routed wire per standard cell at 16.6 um
* CP max stage delay at 0.26 ns
* Largest net degree at the start of global routing at 10
* Avg Inst Size Synth at 6.65 um2
* LEAKAGE at approximately 0.66 nW
* Syn Inst Count at 83
* First-pass GRT wire length at 4750 um
* Die Wd at 80 um
* Total Routing Usage GR at 0.0889
* Share of layout cells above drive strength 1 at 0.759
* Post-CTS Hold Fix Bufs at 0
-- final timing paths --
check                 from    end  cells past startpoint
worst max-delay path  S[0]  WA[2]                      6
worst min-delay path  S[3]  WA[3]                      4
-- Yosys cell counts, drive strengths merged (3+ instances only) --
master	number	share of area
nand2	8	0.054
inv	3	0.020
buf	11	0.16
nor3	4	0.036
nand2b	4	0.045
nor2b	3	0.034
o21a	4	0.054
nor2	5	0.039
o21ai	11	0.10
-- layout make-up --
cell class | instances | area, um2
Tap cell | 46 | 57.6
Multi-Input combinational cell | 69 | 669
Timing Repair Buffer | 73 | 747
Inverter | 3 | 13.8
Fill cell | 303 | 1930
-- logic make-up (layout without fill, tap and decap cells) --
logic type	count (synthesis)	after routing	share of synthesized area
AND-OR/OR-AND	35	35	0.451
XOR/XNOR	1	1	0.0159
buffers and inverters	14	76	0.179
multiplexers	2	2	0.0453
AND/OR/NAND/NOR	31	31	0.308
-- per-layer routing --
metal  up-vias  track usage  part of all wire
li1        436            -                 -
met1       441        0.123              0.49
met2        29        0.150              0.46
met3         4       0.0102             0.037
met4         0      0.00528            0.0079
met5         -            0                 0
-- through the flow --
stage / setup WS [ns] / hold slack, ns / utilization / std cells
6_report: -0.198 / 0.842 / 0.436 / 191
5_1_grt: -0.241 / 0.872 / 0.436 / 191
4_1_cts: -0.165 / 0.862 / 0.384 / 185
3_5_place_dp: -0.897 / 1.72 / 0.254 / 154
3_3_place_gp: -0.925 / 1.71 / 0.254 / 154
2_1_floorplan: 0.109 / 0.708 / - / 83
-- power by group --
| group | total [mW] | internal, mW | switching [mW] |
|---|---|---|---|
| Sequential | 0 | 0 | 0 |
| Clock | 0 | 0 | 0 |
| Combinational | 0.538 | 0.316 | 0.222 |
-- repair_timing --
item                       CTS  global route
resized                    133            32
setup endpoints to repair   15            15
buffers inserted            27             7
gates cloned                 4             0
pin swaps                   25            27
Power figures rest on the tool's default switching activity, not on a simulated workload.
