`design/flow/run.sh`:
```
#!/bin/bash
# OpenROAD 26Q1-2900-gdf79404cd8, Yosys 0.63+post, stock flow scripts
make -C /OpenROAD-flow-scripts/flow DESIGN_CONFIG=/design/flow/config.mk WORK_HOME=/design/flow/orfs finish
```
`design/flow/config.mk`:
```
export PLATFORM = sky130hd
export DESIGN_NAME = encrypt_logic
export DESIGN_NICKNAME = encrypt_logic
export VERILOG_FILES = /design/flow/design.v
export SDC_FILE = /design/flow/constraint.sdc
export NUM_CORES = 4
export LEC_CHECK = 1
export CORE_AREA = 10 10 70 70
export DIE_AREA = 0 0 80 80
```
`design/flow/constraint.sdc`:
```
current_design encrypt_logic

set clk_period 1.4
set clk_io_pct 0.2

create_clock -name clk0 -period $clk_period

set non_clock_inputs [all_inputs -no_clocks]
set_input_delay [expr $clk_period * $clk_io_pct] -clock clk0 $non_clock_inputs
set_output_delay [expr $clk_period * $clk_io_pct] -clock clk0 [all_outputs]
```
`design/flow/design.v`:
```
module encrypt_logic(S, RA1, RA2, OPER, WA);
	input [4:0] S;
	output [3:0] RA1, RA2, WA;
	output [2:0] OPER;
	assign RA1[3] = (S[4] & S[0]) | (S[3] & ~S[2] & ~S[0]) | (S[3] & S[1] & ~S[0]) | (~S[3] & S[2] & ~S[1] & S[0]);
	assign RA1[2] = (~S[4] & ~S[2] & S[0]) | (~S[4] & ~S[3] & ~S[0]) | (~S[4] & S[1] & S[0]) | (~S[3] & ~S[2] & ~S[0]) | (S[3] & S[2] & ~S[1]);
	assign RA1[1] = (~S[4] & ~S[3] & ~S[2] & ~S[1]) | (~S[3] & ~S[2] & ~S[1] & ~S[0]) | (~S[4] & ~S[3] & S[1] & S[0]) | (S[3] & S[2] & ~S[1] & ~S[0]);
	assign RA1[0] = (~S[4] & ~S[3] & S[1]) | (S[4] & ~S[2] & ~S[0]) | (S[3] & ~S[1] & ~S[0]) | (~S[3] & ~S[2] & ~S[1] & S[0]) | (~S[4] & S[2] & ~S[1] & ~S[0]);
	assign RA2[3] = (S[4] & S[2]) | (~S[4] & ~S[2] & ~S[1]) | (~S[2] & ~S[1] & S[0]) | (~S[3] & S[1] & ~S[0]) | (S[3] & S[1] & S[0]);
	assign RA2[2] = (S[1] & ~S[0]) | ( S[3] & S[0]) | (S[4] & S[1]) | (~S[4] & ~S[3] & ~S[0]) | (~S[3] & S[2] & ~S[1]);
	assign RA2[1] = (~S[4] & S[2] & ~S[1]) | (S[3] & S[1] & ~S[0]) | (S[4] & S[1] & S[0]) | (~S[4] & ~S[3] & ~S[1] & S[0]) | (S[4] & ~S[2] & ~S[1] & ~S[0]);
	assign RA2[0] = (~S[3] & S[2] & S[0]) | (S[3] & S[1] & ~S[0]) | (S[4] & S[1] & S[0]) | (S[4] & ~S[2] & ~S[1] & ~S[0]);
	assign OPER[2] = (S[4] & ~S[1] & S[0]) | (~S[3] & S[2] & ~S[1] & S[0]) | (S[3] & ~S[2] & ~S[1] & ~S[0]) | (S[3] & S[2] & S[1] & ~S[0]);
	assign OPER[1] = (~S[3] & S[1] & S[0]) | (S[2] & S[1] & S[0]) | (S[3] & S[2] & ~S[1]) | (~S[4] & ~S[3] & ~S[2] & S[0]) | (~S[4] & ~S[3] & S[2] & ~S[0]) | (S[3] & ~S[2] & S[1] & ~S[0]) | (S[4] & ~S[2] & ~S[1] & ~S[0]);
	assign OPER[0] = (~S[3] & S[0]) | (S[3] & ~S[0]) | (~S[4] & ~S[2] & S[1]) | (~S[4] & S[2] & ~S[1]) | (S[4] & ~S[2] & ~S[1]);
	assign WA[3] = (S[4] & ~S[0]) | (~S[3] & S[2] & S[0]) | (S[3] & S[2] & ~S[0]) | (~S[4] & ~S[3] & S[1] & S[0]) | (S[3] & ~S[2] & ~S[1] & S[0]);
	assign WA[2] = (S[4] & S[0]) | (~S[4] & ~S[3] & ~S[0]) | ( ~S[4] & ~S[2] & ~S[0]) | (S[3] & ~S[2] & S[1]) | (S[3] & S[2] & S[0]) | (~S[4] & ~S[3] & ~S[2] & ~S[1]);
	assign WA[1] = (~S[4] & ~S[3] & ~S[0]) | (S[3] & S[2] & S[0]) | (S[3] & S[1] & S[0]) | (~S[4] & ~S[2] & ~S[1] & ~S[0]) | (~S[3] & ~S[2] & ~S[1] & S[0]);
	assign WA[0] = (S[4] & S[0]) | (S[4] & S[2]) | (~S[4] & ~S[3] & ~S[0]) | ( S[2] & ~S[1] & S[0]) | (S[2] & S[1] & ~S[0]) | ( S[3] & S[1] & S[0]) | (~S[4] & ~S[2] & ~S[1] & ~S[0]);
endmodule
```
==> run_results.csv <==
group,metric,value,unit
run_status,outcome,"finished with violations",
run_status,violations,"setup timing",
final_layout,clock_buffer_count,0,
pwr,cellLeakagePower,0.460,nW
pwr,switching_share,46.0,%
pwr,share_seq_of_total_power,0,%
drt,drt_iter0_drc,82,
logic_synthesis,synth_seq_share,0,%
sta,hold_viol,0,
sta,post-route-worst-setup-slack,-0.0468,ns
final_layout,area_growth_syn_to_layout,142,%
sta,worst_slew_pin_slew,0.226,ns
sta,fmax,691,MHz
final_layout,finish.instance_area,1090,um^2
pwr,p_comb_share,100.0,%
global_routing,overall_fraction_of_global_route_tracks_in_use,7.12,%
logic_synthesis,synthesis.instances,82,
logic_synthesis,synth_cell_types,27,
drt,route.met2.wl,1.13,mm
place,detailedPlace.worstSlack,-0.891,ns
pwr,power.density,332,nW/um^2
die,row_count,21,
die,chip_area,6400,um^2
logic_synthesis,synth_area,450,um^2
final_layout,fillerInstances,364,
global_routing,antenna_found_initial,0,
global_routing,grt_pass1_vias,754,
pwr,power,0.000362,W
drt,dr_total_vias,792,
pwr,power_report.internal_total,0.000195,W
critical_path,path_buffers,4,
place,count_of_input_and_output_buffers,20,
drt,totalWireLength,2.34,mm
critical_path,max_stage_delay,0.23,ns
drt,diodes,0,
logic_synthesis,ys_cells,82,
sta,finalSetupViolCount,4,
logic_synthesis,average_footprint_of_a_synthesized_cell,5.49,um^2
logic_synthesis,common_cells,"11 x sky130_fd_sc_hd__a21oi_1, 11 x sky130_fd_sc_hd__nor2_1, 8 x sky130_fd_sc_hd__nand2_1, 8 x sky130_fd_sc_hd__o21ai_0, 6 x sky130_fd_sc_hd__buf_2",
critical_path,worst-path-max-fanout,7,
logic_synthesis,yosys_warnings,0,
global_routing,grt_pass1_wl,3.80,mm
critical_path,crit_top_cell,"sky130_fd_sc_hd__buf_6",
critical_path,timing.critical_path.from_type,"input port",
global_routing,overflow,0,
sta,grt_setup_unrepaired,"true",
sta,min_period_over_period,103,%
global_routing,grt_max_degree,12,
logic_synthesis,netlist_top_cells_area,"sky130_fd_sc_hd__a21oi_1 12%, sky130_fd_sc_hd__nor2_1 9.2%, sky130_fd_sc_hd__o21ai_0 8.9%",
final_layout,finish.utilization,31.9,%
die,io_pins,20,
drt,route.detailed.wl_per_inst,13.6,um
flow_run,drv_cap,0,
pwr,clock_power_share,0,%
final_layout,nFlopsAndLatches,0,
critical_path,critical_path.cell_chain,"buf_12, and2b_2, buf_6, buf_6, a22oi_2, nand2_1, buf_2",
worst_hold_path,min_path_type,"in2out",
die,die_width,80,um
die,fp_util,13.2,%
drt,detail_route.vias_per_cell,4.60,
pwr,ir_drop,76.7,uV
place,place_congestion,0.959,
place,placed_cell_area,817,um^2
critical_path,critPathTopFamily,"buffers and inverters",
sta,max-slew-margin-rel,84.8,%
logic_synthesis,synth_top_cell_by_area,"sky130_fd_sc_hd__a21oi_1",
final_layout,fraction_of_final_layout_cells_sized_beyond_drive_strength_1,70.6,%
worst_hold_path,hold_depth,4,
drt,met3_length,72,um
critical_path,cp_slowest_cell,"sky130_fd_sc_hd__and2b_2",
logic_synthesis,yosys-stat-area,450,um^2
final_layout,multi_input_comb_area,567,um^2
logic_synthesis,synth_top_area_share,12.2,%
drt,drt_pass1_iterations,4,
final_layout,regArea,0,um^2
sta,period_needed,1.45,ns
critical_path,critical_path_depth,7,
pwr,power_switching,0.000167,W
critical_path,critPathKind,"in2out",
critical_path,timing.critical_path.arrival,1.17,ns
flow_run,log.warning_count,34,
critical_path,cp.required,1.12,ns
critical_path,setup.worst_path.end_class,"output pin",
die,fp.dieH,80,um
drt,final_routed_drc_violation_total,0,
drt,detail-route-antenna-nets,0,
place,hpwlAfterDp,1.55,mm
sta,final-max-slew-violation-count,0,
die,core-area,3420,um^2
drt,dr.max_layer_used,"met3",
drt,met1_wire_length,1.15,mm
sta,fin_hold_ws,0.948,ns
[cell type report]
class              count  share of cell area, %
multi-input cells     70                   52.1
inverters              3                   1.26
repair buffers        53                   41.4
well taps             46                   5.29
[final timing paths]
path	startpoint	end
min	S[1]	RA2[1]
max	S[0]	RA2[0]
[kinds of logic (layout without fill, tap and decap cells)]
kind of cell	Yosys count	after routing	synth area share (%)
XOR/XNOR	1	1	1.94
buffers and inverters	12	56	13.3
AND/OR/NAND/NOR	29	29	30.0
multiplexers	1	1	2.22
AND-OR/OR-AND	39	39	52.5
[layer usage]
layer	global-route usage (%)	vias to the layer above
met4	0.352	0
met3	0.795	0
met2	12.0	18
met1	9.85	384
met5	0	-
li1	-	390
[per-stage QoR]
stage | cells | setup TNS (ns)
after floorplan | 82 | 0
after global placement | 160 | -12.49
after detailed placement | 160 | -12.43
after CTS | 170 | -0.179
after global routing | 172 | -0.638
final | 172 | -0.0990
[timing repair]
| action | CTS | global route |
|---|---|---|
| cloned | 1 | 0 |
| setup buffers | 9 | 3 |
| endpoints found under the setup margin | 15 | 15 |
| pin swaps | 18 | 9 |
| hold buffers | 0 | 0 |
| resized | 119 | 23 |
[tightest hold or removal path: stages]
cell and delay (ns):
sky130_fd_sc_hd__buf_6 0.12, sky130_fd_sc_hd__buf_4 0.13, sky130_fd_sc_hd__o21ai_1 0.05, sky130_fd_sc_hd__clkbuf_2 0.09
[layout by cell type, fill, tap and decap left out, types with 2 or more instances in the layout]
cell type                  count
sky130_fd_sc_hd__buf_4        19
sky130_fd_sc_hd__buf_6        15
sky130_fd_sc_hd__buf_2        12
sky130_fd_sc_hd__o21ai_2       6
sky130_fd_sc_hd__a21oi_2       6
sky130_fd_sc_hd__o21ai_1       6
sky130_fd_sc_hd__nor2_4        5
sky130_fd_sc_hd__nor2_1        5
sky130_fd_sc_hd__a21oi_1       5
sky130_fd_sc_hd__nand2_1       4
sky130_fd_sc_hd__nand2_2       4
sky130_fd_sc_hd__nand2b_4      2
sky130_fd_sc_hd__nor2b_4       2
sky130_fd_sc_hd__a22oi_2       2
sky130_fd_sc_hd__nor3_2        2
sky130_fd_sc_hd__o21a_1        2
sky130_fd_sc_hd__a22oi_1       2
sky130_fd_sc_hd__a31oi_1       2
sky130_fd_sc_hd__o32ai_2       2
sky130_fd_sc_hd__buf_8         2
sky130_fd_sc_hd__clkbuf_2      2
[power by group through the flow]
stage | Clock [W] | Sequential [W] | Combinational, W
CTS | 0 | 0 | 0.000329
global route | 0 | 0 | 0.000396
finish | 0 | 0 | 0.000362
Power is estimated from default activity; no workload was simulated.
